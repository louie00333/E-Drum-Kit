## flow/design.v

```verilog
module SDRAM_Read #(parameter N=13, M=16)
(
	input  logic			clk,
	output logic			WE_N,
	output logic [N-1:0]	adr,
	output logic [M-1:0] Pin_Out, 
	input  logic [M-1:0]	din,
	output logic [M-1:0]	dout,
	output logic			ColumnSelect_N,
	output logic			RowSelect_N,
	output logic			clk_enable,
	output logic			CS_N,
	output logic [1:0] 	BitMask,
	output logic			Bank,
	input 					KEY
);
typedef enum logic [1:0] {Idle, Row_Active, Read, PreCharge} statetype;
statetype state = Idle, nextState = Idle;
reg [N-1:0]	File_Word_Length = 8191;
reg [N-1:0] Clk_Counter = 0;
reg Read_Initiated = 0;
reg Count_Enable	 = 0;
always_comb
begin
	case(state)
	Idle:
	begin
		CS_N				= 0;
		RowSelect_N		= 0;
		ColumnSelect_N	= 1;
		WE_N				= 0;
		Pin_Out			= 0;
		Count_Enable	= 0;
		nextState = Idle;
		if(Read_Initiated)
			nextState = Row_Active;
	end
	Row_Active:
	begin
		CS_N				= 0;
		RowSelect_N		= 1;
		ColumnSelect_N	= 0;
		WE_N				= 1;
		Count_Enable	= 0;
		nextState = Read;
		Pin_Out			= 0;
	end
	Read:
	begin
		if(Clk_Counter == File_Word_Length)
		begin
			CS_N				= 0;
			RowSelect_N		= 0;
			ColumnSelect_N	= 1;
			WE_N				= 0;
			Count_Enable	= 0;
			nextState = PreCharge;
			Pin_Out			= 0;
		end
		else
		begin
			CS_N				= 0;
			RowSelect_N		= 1;
			ColumnSelect_N	= 1;
			WE_N				= 1;
			Pin_Out			= din;
			Count_Enable	= 1;
			nextState = Read;
		end
	end
	PreCharge:
	begin
		CS_N				= 0;
		RowSelect_N		= 0;
		ColumnSelect_N	= 1;
		WE_N				= 0;
		Pin_Out			= 0;
		Count_Enable	= 0;
		nextState = Idle;
	end
	endcase
end
always_ff @(posedge clk)
begin
	if(Count_Enable)
		Clk_Counter <= Clk_Counter + 1;
	else
		Clk_Counter <= 0;
end
always_ff @(posedge clk, posedge KEY)
begin
	if(KEY)
	begin
		adr <= 0;
		Bank <= 0;
		BitMask <= 0;
		clk_enable <= 1;
		Read_Initiated <= 1;
	end
	else
	begin
		Read_Initiated = 0;
		state <= nextState;
	end
end
endmodule
```

## flow/run.sh

```bash
#!/bin/bash
# OpenROAD 26Q1-2900-gdf79404cd8, Yosys 0.63+post, stock flow scripts
make -C /OpenROAD-flow-scripts/flow DESIGN_CONFIG=/design/flow/config.mk WORK_HOME=/design/flow/orfs finish
```

## flow/config.mk

```make
export PLATFORM = sky130hd
export DESIGN_NAME = SDRAM_Read
export DESIGN_NICKNAME = SDRAM_Read
export VERILOG_FILES = /design/flow/design.v
export SDC_FILE = /design/flow/constraint.sdc
export NUM_CORES = 4
export LEC_CHECK = 1
export CORE_AREA = 10 10 94 94
export DIE_AREA = 0 0 104 104
```

## flow/constraint.sdc

```tcl
current_design SDRAM_Read

set clk_period 3.4
set clk_io_pct 0.2

create_clock -name clk0 -period $clk_period [get_ports {clk}]

set non_clock_inputs [all_inputs -no_clocks]
set_input_delay [expr $clk_period * $clk_io_pct] -clock clk0 $non_clock_inputs
set_output_delay [expr $clk_period * $clk_io_pct] -clock clk0 [all_outputs]
```

==> results.txt <==
Setup_tns - 0 ns
Num CTS Buffers - 3
Vias per cell - 3.07
Post-CTS Hold Fix Bufs - 0
Core area - 0.00683 mm^2
Synth Seq Share - 30.3%
CTS tree - built
VDD IR max - 0.128 mV
Util after Layout - 22.2%
Share of cells above drive strength 1 - 15.4%
Clk Latency, worst-skew pair - 0.25 ns
Dominant kind of combinational cell - buffers and inverters
Fmax - 0.345 GHz
Yosys aoi share - 4.70%
Post-Synth Simple-Gate Area - 25.5%
CTS Buffer Depth - 2
Design Area, Final - 0.00152 mm^2
CP endpoint kind - primary output
GPL Wtd Cong - 0.783
Final setup vio count - 0
Clock transition at path regs - 0.06 ns
Die W - 104 um
CP max FO - 18
Mux area share - 0.875%
Post-synth EDFFs - 2
Initial core utilization - 16.7%
Register area - 347 um^2
#FFs+latches synth - 16
Tot GR Track Use - 4.45%
# IOs - 71
Htree depth - 1
CP Class - reg2out
MaxCap Viol Count - 0
Area of the mapped netlist - 0.00114 mm^2
Post-Synthesis Cells - 126
Sw Pwr - 96.3 uW
Combinational share of power - 22.5%
Crit share post-route - 85.3%
Placed inst area - 0.00147 mm^2
Initial DRC Count - 25
Async set or reset register ratio after synthesis - 6.25%
Startpoint types - flip-flop
Clock sinks - 16
Avg Cell Area, Syn - 9.08 um^2
Ys cells - 126
Fill cells - 762
Final Hold Viols - 0
Placement Rows - 30
Port Buffers - 36
Final max-slew violation count - 0
Placed insts - 254
Die footprint - 0.0108 mm^2
Switching part of the total - 21.6%
Largest net degree at the start of global routing - 19
Total Wirelength - 2600 um
Logic area - 624 um^2
Vias in the first global route - 817
RSZ-0062 raised after global routing - no
Crit path setup slack, layout - 0.499 ns
Sequential power share - 45.2%
Chip area in the Yosys report - 0.00114 mm^2
Detailed Routing Iterations Pass 1 - 4
Ys flop type - dfxtp_1
Worst endpoint required time - 2.72 ns
Layout area overhead - 32.5%
Global-route wire length before repair - 4090 um
XOR/XNOR Fraction of Synth Area - 7.66%
Clock skew - 0.00652 ns
Data arrival, critical path - 2.22 ns
Share of the synthesized area in the top cell type - 23.0%
Root Driver - clkbuf_8
Grt total ovfl - 0
Ant. Diodes - 0
Adder share - 4.38%
Dominant cell by count in the synthesized netlist - buf_4
Synth warn - 17
Post-DP HPWL - 2210 um
Fin crit period - 2.90 ns
Leak - 0.000626 uW
PD cells - 294 mW/mm^2
Top cells, area - buf_4 23%, dfxtp_1 23%, and2_2 5.3%
Final Non-Filler Cells - 258
WL/cell - 10.1 um
Setup WS pre-CTS - 0.686 ns
CTS resizes - 0
DRC violations left - 0
Hold Crit Class - reg2reg
Final antenna-violating net count - 0
Post-CTS setup repair buffer count - 0
Vias post-DR - 791
Clock share of power - 32.3%
Synth unique cells - 30
DIE HEIGHT - 104 um
Initial antenna violation count - 0
Post-synth top cells - 35 x buf_4, 13 x dfxtp_1, 11 x nor2_1
Internal - 349 uW
Cell type with the largest total area - buf_4
Log Warnings - 27
Outcome - complete, no violations
-- worst max-delay path: stages, from the launching register on --
cell	delay [ns]
dfxtp_1	0.32
ha_1	0.25
nand3_1	0.17
nor2_4	0.07
a41oi_4	0.46
and2_2	0.22
clkdlybuf4s50_1	0.49
-- state kept, by name, indices dropped and copies added, names as in the netlist --
signal / count
state: 2
Clk_Counter: 13
Read_Initiated: 1
-- per-stage QoR --
step / power [uW] / hold slack [ns]
2_1_floorplan: 272 / 0.413
3_3_place_gp: 310 / 0.422
3_5_place_dp: 310 / 0.433
4_1_cts: 457 / 0.441
5_1_grt: 474 / 0.482
6_report: 446 / 0.436
-- logic make-up (layout without fill, tap and decap cells) --
logic type | after synthesis | in the layout
compound gates | 4 | 4
fa+ha+maj | 4 | 4
other cells | 2 | 35
mux | 1 | 1
xor+xnor | 10 | 10
buf+inv | 42 | 45
simple gates | 47 | 47
flops | 16 | 16
-- worst paths after layout --
kind	startpoint	endpoint	slack [ns]	cells past startpoint
worst max-delay path	Clk_Counter[0]	Pin_Out[3]	0.50	6
worst min-delay path	Clk_Counter[0]	Clk_Counter[0]	0.44	1
worst max register to register	Clk_Counter[0]	Clk_Counter[1]	1.81	5
worst min register to register	Clk_Counter[0]	Clk_Counter[0]	0.44	1
max in group asynchronous	KEY	Read_Initiated	2.59	2
min in group asynchronous	KEY	Read_Initiated	0.79	2
-- cell type report --
| class | instances | share of cell area (%) |
|---|---|---|
| clock buffer | 4 | 2.97 |
| inverter | 5 | 1.24 |
| multi-input combinational | 101 | 41.2 |
| sequential | 16 | 22.9 |
| tap | 96 | 7.93 |
| timing repair buffer | 36 | 23.8 |
-- power by group through the flow --
stage / Combinational (uW) / Clock (uW) / Sequential, uW
CTS: 105 / 150 / 202
global route: 112 / 160 / 203
finish: 100 / 144 / 202
-- routing by layer --
| layer | track usage [%] | vias to the layer above | share of wire (%) |
|---|---|---|---|
| met1 | 5.39 | 353 | 42 |
| met5 | 0 | - | 0 |
| met4 | 0.795 | 0 | 2.1 |
| met2 | 7.84 | 31 | 51 |
| met3 | 1.07 | 4 | 4.5 |
| li1 | - | 403 | - |
-- layout by cell type (no fill, tap or decap), types with 2 or more instances in the layout --
master / Yosys / routed
clkdlybuf4s50_1: 0 / 36
conb_1: 2 / 35
dfxtp_1: 13 / 13
nor2_1: 11 / 11
and2_2: 8 / 8
and2_4: 6 / 6
xor2_1: 6 / 6
inv_1: 5 / 5
nand3_1: 5 / 5
nand2_1: 4 / 4
xnor2_1: 4 / 4
ha_1: 4 / 4
and2_1: 3 / 3
clkbuf_8: 0 / 3
and3_2: 2 / 2
nand4_1: 2 / 2
edfxtp_1: 2 / 2
No activity file was given, so power comes from the tool's default toggle rates.
