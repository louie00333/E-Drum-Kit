==> /design/flow/constraint.sdc <==
current_design Clock_Scaler

set clk_period 4.3
set clk_io_pct 0.2

create_clock -name clk0 -period $clk_period [get_ports {CLOCK_50}]

set non_clock_inputs [all_inputs -no_clocks]
set_input_delay [expr $clk_period * $clk_io_pct] -clock clk0 $non_clock_inputs
set_output_delay [expr $clk_period * $clk_io_pct] -clock clk0 [all_outputs]
==> /design/flow/config.mk <==
export PLATFORM = sky130hd
export DESIGN_NAME = Clock_Scaler
export DESIGN_NICKNAME = Clock_Scaler
export VERILOG_FILES = /design/flow/design.v
export SDC_FILE = /design/flow/constraint.sdc
export NUM_CORES = 4
export LEC_CHECK = 1
export CORE_AREA = 10 10 98 98
export DIE_AREA = 0 0 108 108
==> /design/flow/run.sh <==
#!/bin/bash
# OpenROAD 26Q1-2900-gdf79404cd8, Yosys 0.63+post, stock flow scripts
make -C /OpenROAD-flow-scripts/flow DESIGN_CONFIG=/design/flow/config.mk WORK_HOME=/design/flow/orfs finish
==> /design/flow/design.v <==
module Clock_Scaler(
	input reg[15:0] clk_prescale,
	input				CLOCK_50,
	output reg		CLOCK_NEW = 0
);
reg	[15:0] clk_counter = 0;
typedef enum logic [1:0] {s0, s1, s2, s3} statetype;
statetype clk_state = s0;
always_comb
begin
	if(clk_counter == clk_prescale)
		clk_state <= s1;
	else
		clk_state <= s0;
end
always_ff @(posedge CLOCK_50)
begin	
	case(clk_state)
		s0:
			clk_counter = clk_counter + 1;
		s1:
		begin
			CLOCK_NEW	= ~CLOCK_NEW;		
			clk_counter	= 0;
		end
	endcase
end
endmodule 
==> summary.log <==
INFO  setup_path     worstSetupEndpointType=flop
INFO  hold_path      source_of_the_worst_hold_timing_path=clk_counter[0]$_SDFF_PN0_
INFO  setup_path     timing.rr.start=clk_counter[8]$_SDFF_PN0_
INFO  hold_path      hp-class=reg -> reg
INFO  synthesis      yosys.stat.seqShare=39.8%
INFO  drt            drt_iter0_drc=47
INFO  clock_tree     cts_sinks=17
INFO  synthesis      post_synth_num_cell_types=15
INFO  drt            insertedDiodeCount=0
INFO  grt            first_global_vias=630
INFO  run            max-cap-violations=0
INFO  sta            unrepaired_setup_endpoints_after_global_routing=false
INFO  floorplan      dieHeight=108microns
INFO  clock_tree     clkTransAtPathRegs=0.06ns
INFO  setup_path     r2r_cells=3
INFO  placed_design  dp.final_hpwl=1.49mm
INFO  synthesis      netlist.top_cell.by_area=dfxtp_1
INFO  synthesis      synth_chip_area=881squm
INFO  sta            holdWs=0.506ns
INFO  synthesis      yosysTopAreaCellShare=36.4%
INFO  sta            worst_slew_pin_slew=0.888ns
INFO  synthesis      synth.yosys.warnings=1
INFO  floorplan      coreArea=7650squm
INFO  pwr            irDropWorstVdd=0.102mV
INFO  sta            fin_tns_setup=0ns
INFO  drt            vias=653
INFO  floorplan      io_pins=18
INFO  clock_tree     htree_num_levels=1
INFO  clock_tree     clk-insertion-delay-late=0.25ns
INFO  hold_path      whs_path_depth=1
INFO  placed_design  gp_congestion=0.748
INFO  synthesis      syn_area_per_cell=9.08squm
INFO  sta            timing.max_slew.rel_slack=40.4%
INFO  final_layout   areaGrowthSynthToFinish=36.4%
INFO  pwr            cellPowerDensity=325nW/um^2
INFO  final_layout   fillerInstances=834
INFO  setup_path     worst-endpoint-arrival=2.50ns
INFO  setup_path     timing.critical_path.required=4.18ns
INFO  clock_tree     cts-hold-fix-buffers=0
INFO  synthesis      netlist_top_cells_area=dfxtp_1 36%, xnor2_1 29%, nor2_1 8.1%
INFO  floorplan      floorplan.die_area=11700squm
INFO  grt            globalRouteTotalUtil=3.40%
INFO  drt            detail_route.wirelength=1.96mm
INFO  floorplan      die_width=108microns
INFO  setup_path     path_max_fanout=17
INFO  outcome        outcome=finished clean
INFO  clock_tree     tritoncts=done
INFO  final_layout   mostFrequentLayoutCells=29 x xnor2_1, 19 x nor2_1, 17 x clkdlybuf4s50_1
INFO  synthesis      synth.yosys.num_cells=97
INFO  drt            drt_pre_antenna_iters=4
INFO  drt            route.detailed.drc=0
INFO  sta            timing.fmax=382MHz
INFO  drt            post_drt_via_cell_ratio=3.00
INFO  placed_design  placement.io_buffers=17
INFO  sta            timing.final.crit_share=60.8%
INFO  clock_tree     numCtsBuffers=3
INFO  grt            pin_count_of_the_biggest_net_entering_global_routing=18
INFO  clock_tree     cts-resized-gates=0
INFO  grt            grt_pass1_wl=3.11mm
INFO  drt            route.antenna.remaining_nets=0
INFO  floorplan      std_cell_rows=32
INFO  clock_tree     clk_root_buf=clkbuf_8
INFO  final_layout   layout.cells.most_common=xnor2_1
INFO  clock_tree     longest_clk_path_bufs=2
INFO  setup_path     critical_path_class=in -> reg
INFO  grt            antenna_found_initial=0
INFO  final_layout   drive_above_1_share=3.45%
INFO  pwr            static-leakage-power=0.363nW
INFO  synthesis      synth_flops=17
INFO  setup_path     worstSetupStartpointType=primary input
INFO  grt            globalRoute.totalOverflow=0
INFO  setup_path     cp-startpoint=clk_prescale[9]
INFO  run            log.warning_count=25
INFO  sta            final_hold_viol_count=0
INFO  synthesis      netlist_instances=97
INFO  floorplan      floorplan.core_util=11.5%
INFO  sta            clock_skew=0.00314ns
INFO  clock_tree     cts_setup_buffers=0
INFO  sta            timing_max_transition_violations_final=0
INFO  sta            count_of_final_setup_violators=0
INFO  sta            period_minus_slack=2.62ns
INFO  drt            routed_wire_length_per_instance=8.97microns
INFO  synthesis      mappedNetlistArea=881squm
-- flip-flops by register name, summed over array words and instances (netlist names) --
name,count
clk_counter,16
CLOCK_NEW,1
-- final cells by class --
class / instances / area [sq um] / area share [%]
tap: 102 / 128 / 10.6
clock buffer: 4 / 45.0 / 3.75
inverter: 4 / 15.0 / 1.25
timing repair buffer: 17 / 170 / 14.2
sequential: 17 / 350 / 29.2
multi-input combinational: 74 / 493 / 41.0
-- power by group --
part	internal (W)	switching, W
Combinational	0.0000443	0.0000252
Clock	0.0000657	0.0000527
Sequential	0.000177	0.0000259
-- path summary, 6_finish.rpt --
check,to,slack [ns]
setup / recovery,CLOCK_NEW$_DFFE_PN_,1.68
hold / removal,clk_counter[0]$_SDFF_PN0_,0.51
setup reg to reg,CLOCK_NEW$_DFFE_PN_,2.29
hold reg to reg,clk_counter[0]$_SDFF_PN0_,0.51
-- through the flow --
step                cell area (sq um)  setup WS [ns]  std cells  util, %  power [W]
finish                           1200           1.68        218     15.7   0.000391
global route                     1200           1.58        218     15.7   0.000420
CTS                              1200           1.69        218     15.7   0.000394
detailed placement               1160           1.43        214     15.1   0.000275
global placement                 1160           1.41        214     15.1   0.000276
floorplan                         881           2.25         97        -   0.000250
-- kinds of logic (layout without fill, tap and decap cells) --
family	Yosys count	count (layout)	synth area share, %
buffers and inverters	6	25	4.26
DFF	17	17	39.8
and+or+nand+nor	43	43	24.7
xor gates and xnor gates	30	30	29.8
adders and majority gates	1	1	1.42
-- Yosys cell counts --
cell type	number
buf_6	2
dfxtp_1	16
edfxtp_1	1
ha_1	1
inv_1	4
nand2_1	3
nand3_1	5
nand4_1	7
nor2_1	19
nor2b_1	1
nor3_1	4
nor4_1	3
nor4_4	1
xnor2_1	29
xor2_1	1
-- routing by layer --
layer	part of all wire (%)	GRT usage [%]	vias up
met5	0	0	-
met4	0.92	0.382	0
met3	14	2.71	4
met2	34	4.05	23
li1	-	-	361
met1	51	4.71	265
-- worst max-delay path: stages --
cell	delay, ns
clkdlybuf4s50_1	0.47
xnor2_1	0.11
nand4_1	0.20
nor4_4	0.85
Power and IR drop assume default switching activity.
